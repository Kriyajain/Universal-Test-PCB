<file path="flow/design.v">
module i2c_read_write(clk,sda,scl,address_tb,key0);
input clk;
input key0;          
inout sda;
output reg scl;
output [7:0]address_tb;
reg [2:0]i_address;
reg rst = 1;
reg key0_prev;
reg stop_reg = 0;
initial begin
	i_address = 3'b000;
end
parameter   [3:0] idle =4'd0,
                 start=4'd1,
                 address=4'd2,
                 addack=4'd3,
                   stop=4'd4;
reg rd = 0;
reg ack = 0;
reg [3:0]state;
reg [7:0]address_reg; 
reg sda_reg;
reg sda_link;
reg [8:0]count1;
reg [3:0]data_count;
reg [24:0]count2;
always @(posedge clk) begin
			if(state == stop && count1==9'd498)
					stop_reg <= 1;
        key0_prev <= key0;  
        if (key0_prev == 1'b1 && key0 == 1'b0) begin
            rst<=~rst;   
				stop_reg <= 0;
				end
        else
            rst<= rst;   
end
assign sda= sda_link ?sda_reg:1'bz;
assign address_tb=address_reg;
always @(posedge clk) begin
    if(rst) begin
        count1<=9'd0;
    end
    else if(count1==9'd499) begin
        count1<=9'd0;
    end
    else 
       count1<=count1+1'b1;
end
always @(posedge clk ) begin
	 if(stop_reg!=1) begin
		 if(rst) begin
			  scl<=1'b1;
		 end
		 else if (count1==9'd249) begin
			  scl<=1'b0;
		 end
		 else if (count1==9'd499) begin
			  scl<=1'b1;
		 end
		 else 
			scl<=scl;
	end
	else
	 scl<=1'b1;
end
always @(posedge clk ) begin
if(rst) begin
        address_reg <= 8'b00000000;
        state<= idle;
        sda_link<=1'b1;    
        sda_reg<=1'b1;
        count2<=25'd0;
    end
else begin
    if(rd) begin
        case (state)
        idle: 
        begin
            sda_link<=1;    
            sda_reg<=1;     
            if (count2==25'd4_999) begin
                count2<=25'd0;
                state<=start;
            end
            else begin
                count2<=count2+1'b1;
                state<=idle;
            end
        end
        start: begin
                if(count1==9'd124) begin      
                sda_reg<=1'b0;
                sda_link=1'b1;
                state<=address;
                data_count<=4'd0;
                address_reg<={4'b1001,i_address,1'b1}; 
            end
            else begin
                state<=start;
            end
        end
            address: begin
                if (count1==9'd374) begin
                    if (data_count==4'd8) begin
                        state<=addack;
                        data_count<=4'd0;
                        sda_reg<=1'b1;
                        sda_link<=1'b0;   
                    end
                    else begin  
                        state<=address;  
                        case(data_count)
                            4'd0: sda_reg <= address_reg[7];
                            4'd1: sda_reg <= address_reg[6];
                            4'd2: sda_reg <= address_reg[5];
                            4'd3: sda_reg <= address_reg[4];
                            4'd4: sda_reg <= address_reg[3];
                            4'd5: sda_reg <= address_reg[2];
                            4'd6: sda_reg <= address_reg[1];
                            4'd7: sda_reg <= address_reg[0];
                            default: ;
                        endcase
                        data_count<=data_count+1'b1;     
                    end
                end
                else 
                state<=address;
            end
            addack: begin
                if (!ack && count1==9'd374) begin
                     sda_link<=1'b1;
                     sda_reg<=1'b1;
							state<=stop;
                     data_count<=4'd0;
                end
					 else 
							state<=addack;
            end 
        stop: begin  
            sda_reg<=1'b1;
          state<=stop;
       end
    endcase
    end
else begin
    case (state)
       idle: 
       begin
         sda_link<=1;    
         sda_reg<=1;     
         if (count2==25'd4_999) begin
            count2<=25'd0;
            state<=start;
         end
         else begin
            count2<=count2+1'b1;
            state<=idle;
         end
       end
       start: begin
        if(count1==9'd124)  
            begin    
                sda_reg<=1'b0;
                sda_link=1'b1;
                state<=address;
                data_count<=4'd0;
                address_reg<={4'b1001,i_address,1'b0};
            end
        else begin
            state<=start;
        end
       end
        address: begin
            if (count1==9'd374) begin
                if (data_count==4'd8) begin
                    state<=addack;
                    data_count<=4'd0;
                    sda_reg<=1'b1;
                    sda_link<=1'b0;   
                end
                else begin  
                    state<=address;   
                    case(data_count)
                        4'd0: sda_reg <= address_reg[7];
                        4'd1: sda_reg <= address_reg[6];
                        4'd2: sda_reg <= address_reg[5];
                        4'd3: sda_reg <= address_reg[4];
                        4'd4: sda_reg <= address_reg[3];
                        4'd5: sda_reg <= address_reg[2];
                        4'd6: sda_reg <= address_reg[1];
                        4'd7: sda_reg <= address_reg[0];
                        default: ;
                    endcase
                    data_count<=data_count+1'b1;     
                end
            end
            else 
              state<=address;
        end
        addack: begin
				if (!ack && count1==9'd374) begin
                     sda_link<=1'b1;
                     sda_reg<=1'b1;
							state<=stop;
                     data_count<=4'd0;
              end
             else 
                state<=addack;
        end
       stop: begin  
            sda_reg<=1'b1;
          state<=stop;
       end
   endcase
end
    end
end
endmodule
</file>
<file path="flow/config.mk">
export PLATFORM = sky130hd
export DESIGN_NAME = i2c_read_write
export DESIGN_NICKNAME = i2c_read_write
export VERILOG_FILES = /design/flow/design.v
export SDC_FILE = /design/flow/constraint.sdc
export NUM_CORES = 4
export LEC_CHECK = 1
export CORE_UTILIZATION = 30
</file>
<file path="flow/constraint.sdc">
current_design i2c_read_write

set clk_period 3.4
set clk_io_pct 0.2

create_clock -name clk0 -period $clk_period [get_ports {clk}]

set non_clock_inputs [all_inputs -no_clocks]
set_input_delay [expr $clk_period * $clk_io_pct] -clock clk0 $non_clock_inputs
set_output_delay [expr $clk_period * $clk_io_pct] -clock clk0 [all_outputs]
</file>
<file path="flow/run.sh">
#!/bin/bash
# OpenROAD 26Q1-2900-gdf79404cd8, Yosys 0.63+post, stock flow scripts
make -C /OpenROAD-flow-scripts/flow DESIGN_CONFIG=/design/flow/config.mk WORK_HOME=/design/flow/orfs finish
</file>
==> impl_metrics.csv <==
group,metric,value,unit
status,haltStage,"4_1_cts",
clocking,cts_resized,0,
synth,logic_family,"simple AND/OR/NAND/NOR gates",
synth,syn_area,2470,um2
synth,top_cells_by_area,"dfxtp_1 36%, edfxtp_1 6.1%, nor2_1 5.5%, ha_1 4.6%, a21oi_1 3.7%",
clocking,ctsHtreeMaxLevel,2,
synth,ff_type,"dfxtp_1",
synth,synthSimpleGateAreaFrac,0.278,
clocking,hold_buffers,0,
synth,ys_sh_aoi,0.117,
synth,fa_ha_area_frac,0.0456,
clocking,root_buffer,"clkbuf_8",
synth,ys_sh_xor,0.0639,
synth,avgSynthCellArea,8.66,um2
clocking,numClockSinks,49,
clocking,cts_buffers,5,
synth,ys.flops,49,
clocking,postCtsSetupBuffers,0,
synth,synth.distinct_cells,43,
status,toolErrorMsg,"[error] [KeplerFormal.cpp:679] Workflow failed: Iso has multiple drivers: .sda0, sda$_SDFFE_PP1P_.Q0",
synth,synth_cells,285,
synth,most_common_cell,"dfxtp_1",
synth,synth.area.mux_share,0.00862,
synth,yosysWarnings,2,
synth,top_cell_area_share,0.357,
floorplanning,fp.dieW,92.7,um
synth,synth-async-reset-ratio,0,
floorplanning,initCoreUtil,0.314,
synth,ys_cells,285,
placed_design,finalWeightedCongestion,0.828,
placed_design,port_buffers,4,
floorplanning,die_h,92.7,um
placed_design,hpwl,3030,um
clocking,clock_path_buffers,2,
synth,yosysChipArea,2470,um2
synth,synth-edff-count,5,
floorplanning,row_count,32,
placed_design,placed_cell_area,2540,um2
synth,synthTopCellsByCount,"44 x dfxtp_1, 36 x nor2_1, 19 x nand2_1",
synth,synth_seq_share,0.418,
status,outcome,"stopped before the end",
floorplanning,ioPinCount,12,
synth,top_area_cell,"dfxtp_1",
## kinds of logic after synthesis
| group | Yosys count |
|---|---|
| adder cells (fa/ha/maj) | 9 |
| XOR/XNOR | 18 |
| AND-OR/OR-AND | 45 |
| buffers and inverters | 33 |
| other | 1 |
| AND/OR/NAND/NOR | 128 |
| multiplexers | 2 |
| flip-flops | 49 |
## metrics by stage
stage	util	setup slack, ns	cells	hold slack, ns	total power, mW
2_1_floorplan	-	1.19	290	0.412	0.630
3_3_place_gp	0.324	1.01	376	0.442	0.631
3_5_place_dp	0.324	0.917	376	0.433	0.630
No activity file was given, so power comes from the tool's default toggle rates.
