==> flow/run.sh <==
#!/bin/bash
# OpenROAD 26Q1-2900-gdf79404cd8, Yosys 0.63+post, stock flow scripts
make -C /OpenROAD-flow-scripts/flow DESIGN_CONFIG=/design/flow/config.mk WORK_HOME=/design/flow/orfs finish
==> flow/config.mk <==
export PLATFORM = sky130hd
export DESIGN_NAME = scan_chain_fsm
export DESIGN_NICKNAME = scan_chain_fsm
export VERILOG_FILES = /design/flow/design.v
export SDC_FILE = /design/flow/constraint.sdc
export NUM_CORES = 4
export LEC_CHECK = 1
export CORE_AREA = 10 10 91 91
export DIE_AREA = 0 0 101 101
==> flow/constraint.sdc <==
current_design scan_chain_fsm

set clk_period 1.5
set clk_io_pct 0.2

create_clock -name clk0 -period $clk_period [get_ports {clk}]

set non_clock_inputs [all_inputs -no_clocks]
set_input_delay [expr $clk_period * $clk_io_pct] -clock clk0 $non_clock_inputs
set_output_delay [expr $clk_period * $clk_io_pct] -clock clk0 [all_outputs]
==> flow/design.v <==
module scan_chain_fsm (
  input wire clk,
  input wire key,          
  output reg clk_out,      
  output reg din,          
  output reg reset,         
  output reg [2:0] state
);
parameter CLK_DIV = 128;
reg [6:0] clk_count = 0;
reg clk_out_int = 0;
reg [7:0] data = 8'b00011100;
reg [3:0] bit_index = 0;
reg [3:0] reset_counter = 0;
reg flag = 0;
reg [2:0] next_state = 3'b000;
parameter IDLE  = 3'b000;
parameter START = 3'b001;
parameter RESET = 3'b010;
parameter SHIFT = 3'b011;
initial begin
state = IDLE;
next_state = IDLE;
clk_out <= 0;
din<=0;
reset <= 0;
flag <=0;
end
always @(posedge clk) begin
		if (key == 1)
			flag <=0;
		if (state == START)
			flag <=1;
		clk_count <= clk_count+1;
		clk_out <= clk_count [6];
end
always @(negedge clk_out) begin
	  case (state)
		 IDLE: begin
			reset <= 0;
			din <= 1;
			bit_index <= 0;
			reset_counter <= 0;
			if (key == 0 && flag == 0) begin
			state <=START;
			end
			else	
			state <= IDLE;
		 end
		 START: begin
			reset <= 1;
			state <= RESET;
		 end
		 RESET: begin
			reset <= 1;
			reset_counter <= reset_counter + 1;
			if (reset_counter == 10) begin
				state <= SHIFT;
				din <= data[bit_index];
				bit_index <= bit_index + 1;
				reset<=0;
				end
			else
				state<=RESET;
		 end
		 SHIFT: begin
			reset <= 0;
			din <= data[bit_index];
			bit_index <= bit_index + 1;
			if(bit_index == 8) begin
				state <= IDLE;
				reset <= 0;
				din <= 1;
				bit_index <= 0;
				reset_counter <= 0;
			end
			else
				state <= SHIFT;
		 end
		 default: next_state <= IDLE;
	  endcase
end
endmodule
==> GITHUB_STEP_SUMMARY <==
### Yosys + OpenROAD results

| Metric | Value |
|---|---|
| Crit path DRT | `1.20 ns` |
| Final Critical Period | `~1.3 ns` |
| CTS buffer count | `3` |
| CTS max path bufs | `2` |
| Largest delay share family, worst path | `buffers and inverters` |
| Crit end category | `primary output` |
| Ant diodes | `0` |
| Vias in the first global route | `543` |
| Share of layout cells above drive strength 1 | `under 10%` |
| RSZ-0062 raised after global routing | `no` |
| Clk latency of the worst-skew pair | `0.23 ns` |
| Most frequent cells in the layout | `edfxtp_1 (12), ha_1 (10), dfxtp_1 (9)` |
| Row count | `29` |
| Fill cells | `669` |
| Reg2reg end | `clk_count[6]$_DFF_P_` |
| Critical path type | `flop to primary output` |
| P per Cell Area | `439 nW/µm²` |
| Number of unconstrained endpoints | `28` |
| Gate Area | `around 410 µm²` |
| Chip Area, Yosys | `1000 µm²` |
| Leak | `0.461 nW` |
| Routed WL | `1460 µm` |
| Count of unclocked register or latch pins | `12` |
| Path length in cells of the critical path | `1` |
| Final hold vios | `0` |
| Synthesized cell area | `1000 µm²` |
| Post-synth top area cell | `edfxtp_1` |
| Post-CTS sizing | `0` |
| Worst Setup SP | `clk_out$_DFF_P_` |
| Outcome | `complete, no violations` |
| Initial antenna violation count | `0` |
| Cell Chain, Critical Path | `clkdlybuf4s50_1` |
| DR iter-0 viols | `12` |
| CP Launch Type | `flop` |
| Gr usage total | `2.91%` |
| FF-to-FF Start | `clk_count[0]$_DFF_P_` |
| CP max stage cell | `clkdlybuf4s50_1` |
| Critical path capture point | `clk_out` |
| Sequential Area | `between 500 and 600 µm²` |
| Worst Path Arrival | `just over 1 ns` |
| Seq/Total Area, Yosys | `53.9%` |
| Worst hold path class | `flop to flop` |
| Hold Buf Count CTS | `0` |
| Clock skew | `0.00356 ns` |
| R2R depth | `4` |
| Setup total negative slack | `0 ns` |
| Synth warn | `1` |
| Final GP Congestion | `0.794` |
| Die Height | `101 µm` |
| Maximum clock frequency | `763 MHz` |
| Synth flops | `21` |
| CP peak stage delay | `0.47 ns` |
| Port buffer count | `6` |
| Crit path max fanout | `2` |
| # setup viols final | `0` |
| Area growth, synth to finish | `18.2%` |
| Gate Count Post-Synth | `86` |
| Slew Limit Fails | `0` |
| VDD IR-drop max | `0.000480 V` |
| Post-CTS Setup Inserts | `0` |
| CP bufs+invs | `1` |
| Initial Util | `between 10% and 20%` |
| # IOs | `8` |
| Largest net degree at the start of global routing | `13` |
| Drt drc | `0` |
| Dominant cells by area after synthesis | `edfxtp_1 (36%), dfxtp_1 (18%), ha_1 (12%)` |
| Syn_area_per_cell | `11.7 µm²` |
| Max-cap viol count | `0` |
| TritonCTS clock tree | `yes` |
| Global-route wire length before repair | `around 2500 µm` |
| Routed vias | `about 580` |
| DR vias/cell | `3.40` |
| Dominant logic cell type in the layout | `edfxtp_1` |
| Total gr overflow | `0` |
| # Cells Yosys | `roughly 86` |
| Clk root buf | `clkbuf_8` |
| Cell Count Post-Placement | `167` |
| Clock transition at path regs | `approximately 0.040 ns` |
| WL/cell | `8.56 µm` |
| Core box area | `6350 µm²` |
| Final Instance Count excl. Fillers | `171` |
| H-tree depth | `1` |
| Tool warnings | `31` |
| Reg2Reg Setup Slack | `about 0.46 ns` |
| Final Cycle Share | `87.3%` |
| Top cell area share | `36.0%` |
| 1st-pass router iterations | `4` |
| Unique cell types | `24` |
| Die Wd | `101 µm` |
| DP HPWL | `about 1100 µm` |
| ANT nets after route | `0` |
| Die Size | `10200 µm²` |
-- metrics by stage --
stage / total power [mW] / hold slack (ns) / setup WS [ns] / cell area [µm²] / utilization [%]
5_1_grt: 0.542 / 0.379 / 0.135 / 1180 / 18.7
3_3_place_gp: 0.250 / 0.361 / 0.421 / 1140 / 18.0
3_5_place_dp: 0.250 / 0.357 / 0.409 / 1140 / 18.0
4_1_cts: 0.532 / 0.368 / 0.173 / 1180 / 18.7
6_report: 0.520 / 0.366 / 0.190 / 1180 / 18.7
2_1_floorplan: 0.248 / 0.349 / 0.542 / 1000 / -
-- final cells by class --
class | instances | area share, %
flip-flops and latches | 21 | 45.6
multi-input cells | 55 | 34.8
well taps | 77 | 8.13
repair buffers | 6 | 5.07
clock buffers | 4 | 3.80
inverters | 8 | 2.53
-- synth_stat cells --
cell type / instances
a21o_1: 2
a21oi_1: 3
and2_1: 3
and3_1: 1
buf_4: 1
buf_6: 1
conb_1: 1
dfxtp_1: 9
edfxtp_1: 12
ha_1: 10
inv_1: 8
nand2_1: 2
nand2b_1: 2
nand3_1: 5
nand3b_1: 2
nand4b_1: 1
nor2_1: 6
nor2b_1: 3
o21a_1: 2
o21ai_0: 1
o221ai_1: 1
or4_4: 1
xnor2_1: 5
xor2_1: 4
-- where the power goes --
part	leakage (nW)	switching, mW	total [mW]	internal (mW)
clock	0.0228	0.0898	0.274	0.185
combinational	0.244	0.00131	0.00433	0.00302
sequential	0.194	0.000257	0.241	0.241
total	0.461	0.0914	0.520	0.428
-- kinds of logic after synthesis --
kind of cell	after synthesis	synth area share, %
XOR/XNOR	9	7.86
other	1	0.374
flip-flops	21	53.9
AND/OR/NAND/NOR	26	14.6
buffers and inverters	10	4.87
AND-OR/OR-AND	9	5.87
adder cells (fa/ha/maj)	10	12.5
-- worst min path at each step --
stage                                start         endpoint  cells after the start  slack (ns)
after CTS             clk_count[6]$_DFF_P_  clk_out$_DFF_P_                      0        0.37
final                 clk_count[6]$_DFF_P_  clk_out$_DFF_P_                      0        0.37
after global routing  clk_count[6]$_DFF_P_  clk_out$_DFF_P_                      0        0.38
-- registers in the layout (all words and copies together), names as in the netlist --
register and cells:
state 2, reset 1, bit_index 4, din 1, reset_counter 4, clk_out 1, clk_count 7, flag 1
-- layer usage --
| layer | GRT usage, % | wire, µm | vias to the layer above |
|---|---|---|---|
| met2 | 4.28 | 601 | 8 |
| li1 | - | - | 303 |
| met1 | 4.16 | 768 | 268 |
| met3 | 0.901 | 73 | 2 |
| met4 | 0.536 | 20 | 0 |
| met5 | 0 | 0 | - |
Power and IR drop assume default switching activity.
